`/design/flow/run.sh`:
```
#!/bin/bash
# OpenROAD 26Q1-2900-gdf79404cd8, Yosys 0.63+post, stock flow scripts
make -C /OpenROAD-flow-scripts/flow DESIGN_CONFIG=/design/flow/config.mk WORK_HOME=/design/flow/orfs finish
```
`/design/flow/config.mk`:
```
export PLATFORM = sky130hd
export DESIGN_NAME = faza
export DESIGN_NICKNAME = faza
export VERILOG_FILES = /design/flow/design.v
export SDC_FILE = /design/flow/constraint.sdc
export NUM_CORES = 4
export LEC_CHECK = 1
export CORE_AREA = 10 10 112 112
export DIE_AREA = 0 0 122 122
```
`/design/flow/constraint.sdc`:
```
current_design faza

set clk_period 7.6
set clk_io_pct 0.2

create_clock -name clk0 -period $clk_period [get_ports {clk}]

set non_clock_inputs [all_inputs -no_clocks]
set_input_delay [expr $clk_period * $clk_io_pct] -clock clk0 $non_clock_inputs
set_output_delay [expr $clk_period * $clk_io_pct] -clock clk0 [all_outputs]
```
`/design/flow/design.v`:
```
module faza
(
	input clk,
	input inBit,
	output reg con,
	output reg sck,
	output reg outBit,
	output reg [11:0] num
);
	reg [6:0] brojac;
	reg [1:0] state;
	reg [11:0] tmp;
	wire [5:0] poruka;
	assign poruka = 6'b010001;
	always @(posedge clk) begin
		if(brojac < 104) begin
			state = 1;
		end
		if(brojac < 90) begin
			state = 3;
		end
		if(brojac < 78) begin
			state = 2;
		end
		if(brojac < 66) begin
			state = 1;
		end
		if(brojac < 1) begin
			state = 0;
		end
		if(brojac >= 104) begin
			state = 0;
			brojac = 0;
		end
		if(state == 0) begin
			con = 1;
			num = tmp;
			tmp = 0;
		end
		if(state == 1) begin
			con = 0;
			outBit = poruka[0];
		end
		if(state == 2) begin
			if(brojac & 1) begin
				outBit = poruka[(brojac - 65) / 2];
			end
		end
		if(state == 3 || state == 2) begin
			sck = ~sck;
			if(!(brojac & 1)) begin
				tmp = tmp << 1;
				tmp = tmp + inBit;
			end
		end
		brojac = brojac + 1;
		if(brojac >= 104) begin
			state = 0;
			brojac = 0;
		end
	end
endmodule
```
==> out/summary.txt <==
Post-synth top cells = dfxtp_1 (22), nor2_1 (21), edfxtp_1 (13), mux2i_1 (13), nand2_1 (8)
Post-synth regs = 35
CP top delay family = buffers and inverters
Layout area overhead = 24.5%
die height = 122 um
Largest type area fraction = 28.7%
mean area per synthesized cell = 11.1 um^2
total tool warning count = 26
FF-to-FF setup slack = 5.45 ns
PD cells = 167 mW/mm^2
status = complete, no violations
actual slew at the worst max-slew pin = 0.502 ns
cycle use final = 34.4%
grt ovf = 0
clk buf depth = 2
Slew HR = 66.5%
clk ins delay skew pair = 0.28 ns
hold_buf cts = 0
worst path required time = 6.08 ns
antenna-violating nets left = 0
antenna violations before repair = 0
share of the yosys chip area belonging to registers = 54.2%
drt pass-1 iters = 4
vias per cell = 3.44
# diodes = 0
Worst Hold Class = reg2reg
TritonCTS clock tree = done
CP max stage cell = clkdlybuf4s50_1
Max Slew Vio Count = 0
Synth async-reset ratio = 0%
Root Buffer = clkbuf_8
clk slew on worst S/H paths = 0.07 ns
EDFF count, synth = 13
worst path bufs/invs = 1
FP Util = 15.0%
Port Buffers = 16
most numerous cell in the Yosys netlist = dfxtp_1
clock buffer count from CTS = 5
DRT iter0 DRCs = 52
Core Area = 0.0102 mm^2
Crit. End Element = output port
total routed wirelength = 2580 um
Max Cap Viol = 0
crit-path cells = clkdlybuf4s50_1
Main area contributors = dfxtp_1 (29%), edfxtp_1 (25%), mux2i_1 (8.5%)
clk sinks = 35
Final setup viols = 0
post-synth cell types = 40
Tot Pwr = 0.319 mW
die width = 122 um
critical path class = reg2out
IO Count = 17
type of origin of the critical path = flop
post_cts resized = 0
DRC = 0
Worst EP arrival = 1.10 ns
pin count of the biggest net entering global routing = 26
Netlist Area Pre-Place = 0.00153 mm^2
wire length of the first global-routing pass = 4300 um
H-tree levels = 2
CP max stage delay = 0.46 ns
VDD IR max = 0.0000640 V
RD Place Congestion = 0.765
ys cells = 138
Final Skew = 0.00813 ns
min cycle time layout = 2.62 ns
Pleak = 0.641 nW
RSZ-0062 raised after global routing = false
die area = 0.0149 mm^2
via count = 1004
Max FO, Critical Path = 2
setup total negative slack = 0 ns
final core utilization = 18.6%
hpwl dp = 1830 um
vias in the first global route = 885
FMAX = 382 MHz
Ys Warns = 1
Final Hold Fails = 0
WL/cell = 8.84 um
fraction of layout cells with a size suffix above 1 = 11.5%
gr usage total = 3.45%
Post-Syn Instances = 138
Post-CTS Setup Bufs = 0
dominant cell type by area after synthesis = dfxtp_1
Commonest flop = dfxtp_1
Site Rows = 37
Yosys chip area = 0.00153 mm^2
[cells in the final DEF (no fill, tap or decap), types with 3 or more instances in the layout]
cell             instances
mux2i_1                 13
o21ai_0                  3
nand3_1                  4
clkbuf_8                 5
clkdlybuf4s50_1         16
nand2_1                  8
inv_1                    7
nor2_1                  21
a31oi_1                  3
dfxtp_1                 22
edfxtp_1                13
a21oi_1                  3
[cell families after synthesis]
logic type               after synthesis  synth area share [%]
AND/OR/NAND/NOR                       47                  17.0
flip-flops                            35                  54.2
AND-OR/OR-AND                         23                  11.9
buffers and inverters                 15                  5.06
multiplexers                          13                  8.49
XOR/XNOR                               3                  1.71
adder cells (fa/ha/maj)                2                  1.63
[per-stage QoR]
| stage | std cells | area, um^2 | hold slack [ns] | setup WS [ns] |
|---|---|---|---|---|
| final | 292 | 1910 | 0.437 | 4.98 |
| after global routing | 292 | 1910 | 0.452 | 4.92 |
| after floorplan | 138 | 1530 | 0.403 | 5.73 |
| after detailed placement | 284 | 1830 | 0.421 | 5.28 |
| after global placement | 284 | 1830 | 0.420 | 5.28 |
| after CTS | 292 | 1910 | 0.436 | 4.95 |
[sequential cells by signal, summed over array words and instances (netlist names)]
name    count
tmp        12
brojac      7
outBit      1
sck         1
con         1
state       1
num        12
[final timing paths]
| check | start | end | cells after the start |
|---|---|---|---|
| min | tmp[11] | num[11] | 0 |
| max reg2reg | brojac[3] | brojac[2] | 8 |
| min reg2reg | tmp[11] | num[11] | 0 |
| max | sck | sck | 1 |
[routing by layer]
layer / track usage [%] / up-vias / part of all wire, %
met4: 0.522 / 0 / 1.9
met1: 4.84 / 446 / 47
met2: 5.08 / 24 / 41
li1: - / 527 / -
met3: 1.31 / 7 / 9.6
met5: 0 / - / 0
[area by class of cell]
| type | instances | area, um^2 |
|---|---|---|
| Clock buffer | 7 | 76.3 |
| Inverter | 7 | 26.3 |
| Tap cell | 136 | 170 |
| Multi-Input combinational cell | 88 | 624 |
| Timing Repair Buffer | 18 | 175 |
| Fill cell | 1100 | 8320 |
| Clock inverter | 1 | 5.00 |
| Sequential cell | 35 | 831 |
[worst register-to-register path, stage by stage (launching register included)]
cell      delay (ns)
dfxtp_1         0.46
o211ai_2        0.37
nand2_1         0.13
inv_1           0.10
ha_1            0.24
and4_1          0.28
nand3_1         0.13
o22ai_2         0.26
nor2_1          0.08
[report_power, final]
part | leakage [nW] | internal, mW | switching (mW)
registers | 0.271 | 0.193 | 0
clock network | 0.0422 | 0.0642 | 0.0613
logic | 0.327 | 0.000460 | 0.000117
Power and IR drop assume default switching activity.
