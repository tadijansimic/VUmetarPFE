==> flow/design.v <==
module svetla
(
	input [11:0] vrednost,
	input clk,
	output reg [9:0] led
);
	reg proslaNajv[3:0];
	reg [11:0] tmp;
	reg [32:0] brojac;
	reg [11:0] padajuca;
	reg [11:0] ispis;
	wire [11:0] niz [9:0];
	assign niz[0] = 12'd90;
	assign niz[1] = 12'd95;
	assign niz[2] = 12'd105;
	assign niz[3] = 12'd120;
	assign niz[4] = 12'd145;
	assign niz[5] = 12'd185;
	assign niz[6] = 12'd250;
	assign niz[7] = 12'd355;
	assign niz[8] = 12'd525;
	assign niz[9] = 12'd650;
	always @(posedge clk) begin
		brojac = brojac + 1;
		ispis = vrednost - 12'd1900;
		if(brojac >= 7000000) begin
			if(padajuca != 0) begin
				padajuca = padajuca - 1;
			end
			brojac = 0;
		end
		if(!ispis[11]) begin
			for(tmp = 0; tmp < 10; tmp = tmp + 1) begin
				if(niz[tmp] <= ispis) begin
					led[tmp] = 1;
					if(tmp >= padajuca) begin
						padajuca = tmp;
						brojac = 0;
					end
				end
				else begin 
					if(tmp != padajuca) begin
						led[tmp] = 0;
					end
					else begin
						led[tmp] = 1;
					end
				end
			end
		end
	end
endmodule	
==> flow/run.sh <==
#!/bin/bash
# OpenROAD 26Q1-2900-gdf79404cd8, Yosys 0.63+post, stock flow scripts
make -C /OpenROAD-flow-scripts/flow DESIGN_CONFIG=/design/flow/config.mk WORK_HOME=/design/flow/orfs finish
==> flow/config.mk <==
export PLATFORM = sky130hd
export DESIGN_NAME = svetla
export DESIGN_NICKNAME = svetla
export VERILOG_FILES = /design/flow/design.v
export SDC_FILE = /design/flow/constraint.sdc
export NUM_CORES = 4
export LEC_CHECK = 1
export CORE_UTILIZATION = 40
==> flow/constraint.sdc <==
current_design svetla

set clk_period 8.7
set clk_io_pct 0.2

create_clock -name clk0 -period $clk_period [get_ports {clk}]

set non_clock_inputs [all_inputs -no_clocks]
set_input_delay [expr $clk_period * $clk_io_pct] -clock clk0 $non_clock_inputs
set_output_delay [expr $clk_period * $clk_io_pct] -clock clk0 [all_outputs]
==> summary.txt <==
This note records the results obtained with Yosys and OpenROAD.

Run status
The flow ran to the end, and the final reports show no timing, DRC or antenna violations.

Logic synthesis
After synthesis, the cell types taking the most area are sky130_fd_sc_hd__dfxtp_1 23%, sky130_fd_sc_hd__edfxtp_1 7.6%, sky130_fd_sc_hd__nor3_2 4.6%. The chip area line of the yosys report is 0.003948 sq mm. Averaged over all synthesized cells, the footprint is 8.508 sq um. The share of synthesized registers carrying an async set or reset is 0%. The synthesized design contains 10 enable-type register cells. The dominant synthesized flop cell is sky130_fd_sc_hd__dfxtp_1. The number of distinct standard cells referenced by the synthesized netlist is 77. Yosys stat counts 464 cells in the synthesized netlist. Counting the warning lines in the Yosys log gives 1. The flip-flop and latch count after synthesis is 55. Summing the sequential cell areas from Yosys gives 30.43% of the chip area. The cell type that accounts for the most area after synthesis is sky130_fd_sc_hd__dfxtp_1.

The share of the synthesized area in the top cell type is between 20 and 25%. The cell area after synthesis is 0.003948 sq mm. The post-synthesis instance total is around 460.

Power
The net switching share of the total power is 39.46%. Per the summary, power density relative to cell area is 188.8 mW/mm^2. The clock network fraction of total power is between 20% and 30%. Cell internal power was estimated by the tool at 503.2 uW. The leakage power in the latest report is 0.001366 uW. The flow reports that sequential cells draw 42.2% of the design power. The switching component of the power was reported as approximately 330 uW. The relative contribution of combinational cells to total power is 37.8%. The worst VDD IR drop from the latest analysis is 0.09923 mV.

Layout
The layout stage reports a final design area of 0.004403 sq mm. The highest-count logic cell in the final layout is sky130_fd_sc_hd__dfxtp_1. The non-filler instance count after layout is 617. The ratio of cells with drive above 1 in the final layout is 12.91%. In the layout the commonest cells are 45 x sky130_fd_sc_hd__dfxtp_1, 43 x sky130_fd_sc_hd__nand2_1, 28 x sky130_fd_sc_hd__nor2_1. From synthesis to final layout, the design area changed by 11.54%. Cells fill between 40 and 50% of the core in the end.

Timing
The number of pins with negative max-slew slack in the final report is 0. The worst clock skew is slightly below 9 ps. The post-route minimum period is about 5500 ps. The transition time at the pin with the least slew margin is 732.1 ps. The worst max-slew margin expressed relative to the limit is 50.87%. Setup repair after global routing left no endpoint under its margin. Setup slack on the critical path of the routed design comes to about 3200 ps. Of the available clock period, the critical path in the final layout requires 63.22%.

Counting endpoints that fail hold in the final report gives 0. The number of endpoints failing setup at the final stage is 0. The maximum operating frequency is roughly 180 MHz. After routing, the total negative slack on setup checks comes to 0 ps.

Flow run
Across all stage logs, warnings added up to 31. Max-cap violations in this run came to 0.

Worst setup path
The critical path buffer and inverter count is 3. The worst setup path is captured at a flip-flop. Among the stages of the critical path, the cell type that occurs most often is sky130_fd_sc_hd__a21oi_1. The worst path required time is 8900 ps. The kind of cell with the highest combined delay on the critical path is buffers and inverters. The largest single stage delay on the critical path is 650 ps. The slowest stage cell on the critical path is sky130_fd_sc_hd__clkdlybuf4s50_1. For reference, the critical path cell chain is clkdlybuf4s50_1 > a21oi_1 > o21bai_1 > and2_1 > nand3_1 > xor2_1 > inv_1 > nand2_1 > nor3_1 > a21oi_1 > a21oi_1 > or4_4 > a41oi_4 > buf_4 > nor3_1.

STA classifies the critical path startpoint as an input port. The setup path with the least slack is of type in2reg. For the worst setup path, the data arrival time is 5700 ps. The worst-path maximum fanout is 23.

Global route
The first-pass GRT wire length is 14.68 mm. The number of global-route vias before repair came to 3162. The number of antenna violations at the first check in global routing was 0.

Global routing used 17.80% of the available tracks. Per the GRT congestion report, total overflow comes to 0. Entering global routing, the biggest net connects 24 pins.

Placement
The worst setup timing slack at the placement stage is 2825 ps. For this run the detailed placement stage logged an HPWL of 6.246 mm. The count of input and output buffers is 22.

The placed instances occupy a cell area of about 0.0043 sq mm. After detailed placement, the design holds a cell count of 609. RePlAce ended its routability-driven mode at a weighted congestion of between 0.8 and 0.9.

Min path
Note that the worst hold path type here is reg2reg.

Clock tree
After clock tree synthesis, the flow added hold-fix buffers numbering 0. The buffer depth of the longest clock path is 2. The number of setup buffers added after CTS is 0. The CTS tree is done.

The clock latency at the later pin of the worst-skew pair is 310 ps. The total number of H-tree levels is 2. TritonCTS reports the number of clock sinks as 55. The buffer cell driving the clock tree root is sky130_fd_sc_hd__clkbuf_8. The clock transition at the registers of the reported paths is 100 ps. The post-cts sizing count is 0.

The number of CTS-inserted buffers is 5.

Die
The starting utilization of the core area is about two fifths. The number of top-level design ports is 23. The die outline width is between 100 and 150 microns. The region available for standard cell placement spans 0.009415 sq mm. The number of core rows is 35. The vertical die dimension reported for this design is 101.3 microns. The overall die area is 0.01027 sq mm.

Detailed routing
The final antenna diode tally reported by the flow is 0. The number of detailed-route iterations in the first pass is 4. The routed design shows a wire length per standard cell of 13.80 microns. The routed wire length is 8.512 mm.

The count of nets left with antenna violations once routing finished came out at 0. The DRC marker count from the first detailed-route iteration is 111. The via count of the routed design is ~3400. The residual DRC count is 0. The average via count per standard cell is 5.583.
## registers in the layout (all words and copies together) (netlist names)
name      count
brojac       33
padajuca     12
led          10
## Yosys cell counts, types with 4 or more instances
master                     count
sky130_fd_sc_hd__nor3b_1       6
sky130_fd_sc_hd__ha_1          8
sky130_fd_sc_hd__nor2_2        6
sky130_fd_sc_hd__xor2_1       20
sky130_fd_sc_hd__nor2_1       28
sky130_fd_sc_hd__nor3_2       18
sky130_fd_sc_hd__nand2_1      43
sky130_fd_sc_hd__xnor2_1      14
sky130_fd_sc_hd__a211oi_1      5
sky130_fd_sc_hd__nor3_1       18
sky130_fd_sc_hd__nand2b_1      9
sky130_fd_sc_hd__inv_1         7
sky130_fd_sc_hd__and2_1        6
sky130_fd_sc_hd__nor2b_1       7
sky130_fd_sc_hd__nand3_1      19
sky130_fd_sc_hd__a31oi_1       6
sky130_fd_sc_hd__a21oi_1      25
sky130_fd_sc_hd__or2_2         6
sky130_fd_sc_hd__dfxtp_1      45
sky130_fd_sc_hd__o22ai_1       6
sky130_fd_sc_hd__clkbuf_1      9
sky130_fd_sc_hd__o31ai_1       6
sky130_fd_sc_hd__buf_2         4
sky130_fd_sc_hd__edfxtp_1     10
sky130_fd_sc_hd__mux2_2        4
sky130_fd_sc_hd__o21ai_0      15
sky130_fd_sc_hd__nor4_1       12
sky130_fd_sc_hd__mux2i_1       6
sky130_fd_sc_hd__or3_1        10
sky130_fd_sc_hd__nand4_1       8
## layout make-up
cell class | count | area [sq um]
Clock buffer | 7 | 107.6
Multi-Input combinational cell | 394 | 2666
Timing Repair Buffer | 24 | 235.2
Sequential cell | 55 | 1201
Fill cell | 918 | 5012
Inverter | 7 | 26.28
Tap cell | 129 | 161.4
Clock inverter | 1 | 5.005
## worst paths after layout
path | from | end | cells past startpoint | slack, ps
max | vrednost[2] | brojac[4] | 15 | 3200
max reg2reg | brojac[4] | brojac[4] | 13 | 3700
min reg2reg | padajuca[6] | padajuca[6] | 1 | 530
min | padajuca[6] | padajuca[6] | 1 | 530
## power groups by stage
stage                 sequential, uW  combinational [uW]  clock (uW)
final                            351                 314         166
after global routing             360                 350         185
after CTS                        350                 311         172
## layer usage
metal | share of wire (%) | GRT usage [%]
met5 | 0 | 0
met4 | 0.79 | 1.784
met1 | 51 | 27.59
met2 | 45 | 28.52
met3 | 3.5 | 1.751
## cell families (layout without fill, tap and decap cells)
| family | after synthesis | count (layout) | share of synthesized area [%] |
|---|---|---|---|
| AOI/OAI and AO/OA | 111 | 111 | 20.25 |
| xor gates and xnor gates | 35 | 35 | 7.956 |
| adders and majority gates | 8 | 8 | 2.536 |
| buffers and inverters | 24 | 39 | 2.884 |
| DFF | 55 | 55 | 30.43 |
| muxes | 10 | 10 | 2.662 |
| other | 1 | 10 | 0.09500 |
| and+or+nand+nor | 220 | 220 | 33.19 |
## through the flow
stage          hold WS (ps)  power [uW]
3_5_place_dp          514.4       664.1
6_report              533.6       831.1
2_1_floorplan         484.1       591.7
3_3_place_gp          501.3       660.5
5_1_grt               565.0       894.5
4_1_cts               536.3       833.5
Power figures rest on the tool's default switching activity, not on a simulated workload.
