==> flow/design.v <==
module seven_segment_interface
(
	input  [23:0] pc,
	input  [23:0] key_code,
	input  seven_segment_select,
	output [41:0] hex
);
wire [23:0] val;
assign val = seven_segment_select ? key_code : pc;
single_hex_interface hex0(val[3 : 0],hex[ 6: 0]);
single_hex_interface hex1(val[7 : 4],hex[13: 7]);
single_hex_interface hex2(val[11: 8],hex[20:14]);
single_hex_interface hex3(val[15:12],hex[27:21]);
single_hex_interface hex4(val[19:16],hex[34:28]);
single_hex_interface hex5(val[23:20],hex[41:35]);
endmodule
module single_hex_interface
(
	input      [3:0] in,
	output reg [6:0] out
);
always @(*)
begin
	case(in)
		4'h0: out <= ~7'h3F;
		4'h1: out <= ~7'h06;
		4'h2: out <= ~7'h5B;
		4'h3: out <= ~7'h4F;
		4'h4: out <= ~7'h66;
		4'h5: out <= ~7'h6D;
		4'h6: out <= ~7'h7D;
		4'h7: out <= ~7'h07;
		4'h8: out <= ~7'h7F;
		4'h9: out <= ~7'h6F;
		4'hA: out <= ~7'h77;
		4'hB: out <= ~7'h7C;
		4'hC: out <= ~7'h39;
		4'hD: out <= ~7'h5E;
		4'hE: out <= ~7'h79;
		4'hF: out <= ~7'h71;
	endcase
end
endmodule
==> flow/run.sh <==
#!/bin/bash
# OpenROAD 26Q1-2900-gdf79404cd8, Yosys 0.63+post, stock flow scripts
make -C /OpenROAD-flow-scripts/flow DESIGN_CONFIG=/design/flow/config.mk WORK_HOME=/design/flow/orfs finish
==> flow/config.mk <==
export PLATFORM = sky130hd
export DESIGN_NAME = seven_segment_interface
export DESIGN_NICKNAME = seven_segment_interface
export VERILOG_FILES = /design/flow/design.v
export SDC_FILE = /design/flow/constraint.sdc
export NUM_CORES = 4
export LEC_CHECK = 1
export CORE_UTILIZATION = 30
==> flow/constraint.sdc <==
current_design seven_segment_interface

set clk_period 2.0
set clk_io_pct 0.2

create_clock -name clk0 -period $clk_period

set non_clock_inputs [all_inputs -no_clocks]
set_input_delay [expr $clk_period * $clk_io_pct] -clock clk0 $non_clock_inputs
set_output_delay [expr $clk_period * $clk_io_pct] -clock clk0 [all_outputs]
==> impl_metrics.tcl <==
# place-and-route summary
set metrics [dict create \
    wl_met1_mm 3.22 \
    synthesis.yosys.warnings 1 \
    synth_area_um2 1880 \
    grt_antenna_before_repair 1 \
    grt_max_degree 11 \
    critPathTopFamily "buffers and inverters" \
    timing.hold.worst.class "input port to primary output" \
    max-slew-margin-rel_pct 81.2 \
    drt-pass1-iter-count 4 \
    yosysChipArea_um2 1880 \
    hold_viol 0 \
    global_route.overflow_total 0 \
    route.detailed.drc 0 \
    fin_worst_hold_slack_ns 1.47 \
    critical_path.max_fanout 8 \
    critPathCaptureType "primary output" \
    power_per_standard_cell_area_nw_per_um2 282 \
    final-max-slew-violation-count 0 \
    io_buffer_count 91 \
    leakagePower_uw 0.00222 \
    final_wirelength_mm 6.68 \
    maxCapViolCount 0 \
    finalWorstPathRequiredPeriod_ns 2.34 \
    netlist_instances 196 \
    finalSetupViolations 40 \
    unrepaired_setup_endpoints_after_global_routing "true" \
    run_status "finished with violations" \
    die_width_um 81.2 \
    cp_slowest_cell "sky130_fd_sc_hd__clkdlybuf4s50_1" \
    numSequentialCells 0 \
    hold-path-cell-count 5 \
    ys_seq_share_pct 0 \
    yosys_cells 196 \
    failed_checks "setup timing" \
    cell_mode_on_critical_path "sky130_fd_sc_hd__buf_12" \
    grt_pass1_vias 2251 \
    most_frequent_cells_after_synthesis "36 x sky130_fd_sc_hd__ha_1, 35 x sky130_fd_sc_hd__mux2i_1, 24 x sky130_fd_sc_hd__inv_1" \
    place.detailed.hpwl_mm 4.13 \
    utilization_pct 76.4 \
    critical_path_cell_count 7 \
    vias_per_cell 4.72 \
    die-height_um 81.2 \
    worstHoldStart "key_code[13]" \
    routed.top_layer "met3" \
    critical_path.max_stage_delay_ns 0.41 \
    design.die.area_um2 6590 \
    fp.coreArea_um2 5990 \
    max-vdd-ir-drop_mv 0.190 \
    final.period_utilization_pct 117 \
    wire_length_of_the_first_global_routing_pass_mm 10.1 \
    whs_endpoint "hex[27]" \
    netlist.top_cell.by_area "sky130_fd_sc_hd__ha_1" \
    yosys.cell_count.top_type "sky130_fd_sc_hd__ha_1" \
    floorplan.rows 28 \
    final-seq-area_um2 0 \
    timing.critical_path.from_type "input port" \
    starting_density_of_the_core_pct 31.4 \
    cts_hold_repair.buffers 0 \
    syn_to_final_growth_pct 143 \
    post_drt_wl_per_cell_um 13.4 \
    drt-initial-drc-count 43 \
    final.clkbuf_count 0 \
    io_pins 91 \
    wl_met3_um 373 \
    buffer_and_inverter_tally_for_the_worst_setup_path 3 \
    yosysTopAreaCellShare_pct 24.0 \
    routed_via_count 2359 \
    antenna_left 0 \
    number_of_openroad_warnings 65 \
    place.gp.congestion 0.810 \
    totalPowerFinal_uw 1290 \
    worst_pin_slew_ns 0.277 \
    timing.critical_path.arrival_ns 1.94 \
    cp.required_ns 1.60 \
    wl_met2_mm 3.08 \
    final_critical_path_setup_slack_ns -0.343 \
    worst-setup-path-type "input port to primary output" \
    worstPathCellList "buf_12 > buf_12 > mux2i_4 > ha_1 > mux2i_1 > o32ai_2 > clkdlybuf4s50_1" \
    synth_cell_type_count 25 \
    synthesis.area_per_instance_um2 9.59 \
    post_route_cells_drive_above_1_share_pct 67.0 \
    grt_util_all_layers_pct 19.3 \
    synthTopCellsByArea "sky130_fd_sc_hd__ha_1 24%, sky130_fd_sc_hd__mux2i_1 19%, sky130_fd_sc_hd__mux2i_4 8.4%" \
    max_clock_freq_mhz 427 \
]
how the worst max path moves through the flow:
stage	end	start	slack [ns]
4_1_cts	hex[31]	seven_segment_select	-0.34
6_report	hex[29]	seven_segment_select	-0.34
5_1_grt	hex[29]	seven_segment_select	-0.41
layout by cell type, fill, tap and decap left out, types with 2 or more instances in the layout:
cell,instances
sky130_fd_sc_hd__ha_4,23
sky130_fd_sc_hd__clkdlybuf4s50_1,16
sky130_fd_sc_hd__nand2_1,6
sky130_fd_sc_hd__xnor2_1,6
sky130_fd_sc_hd__inv_2,14
sky130_fd_sc_hd__buf_4,80
sky130_fd_sc_hd__o22ai_2,2
sky130_fd_sc_hd__mux2i_4,16
sky130_fd_sc_hd__a22o_1,5
sky130_fd_sc_hd__mux4_2,6
sky130_fd_sc_hd__nand3_4,3
sky130_fd_sc_hd__dlygate4sd2_1,27
sky130_fd_sc_hd__inv_1,9
sky130_fd_sc_hd__o31ai_2,3
sky130_fd_sc_hd__o22ai_1,10
sky130_fd_sc_hd__and2b_1,5
sky130_fd_sc_hd__o32ai_1,2
sky130_fd_sc_hd__buf_6,66
sky130_fd_sc_hd__ha_1,10
sky130_fd_sc_hd__mux2i_1,23
sky130_fd_sc_hd__o32ai_2,4
sky130_fd_sc_hd__buf_2,41
sky130_fd_sc_hd__o31ai_4,3
sky130_fd_sc_hd__and3b_1,5
sky130_fd_sc_hd__mux2i_2,3
sky130_fd_sc_hd__a221o_1,5
sky130_fd_sc_hd__ha_2,3
sky130_fd_sc_hd__dlymetal6s2s_1,6
sky130_fd_sc_hd__nand3_1,3
sky130_fd_sc_hd__mux2_4,7
sky130_fd_sc_hd__buf_12,5
layer usage:
metal / vias to the layer above / GRT usage (%)
li1: 1197 / -
met1: 1098 / 27.7
met2: 64 / 33.4
met3: 0 / 1.60
met4: 0 / 0.357
met5: - / 0
kinds of logic after synthesis:
logic type                 share of synthesized area [%]
muxes                                               38.6
buffers and inverters                               11.8
AOI/OAI and AO/OA                                   14.8
adders and majority gates                           24.0
and+or+nand+nor                                     8.05
xor gates and xnor gates                            2.79
where the power goes:
| group | internal [uW] | switching (uW) | total, uW |
|---|---|---|---|
| logic | 805 | 485 | 1290 |
| registers | 0 | 0 | 0 |
| clock network | 0.0000668 | 0 | 0.0000668 |
cell type report:
class / count / area [um^2]
Fill cell: 375 / 1420
Multi-Input combinational cell: 158 / 2250
Antenna cell: 1 / 2.50
Inverter: 24 / 92.6
Timing Repair Buffer: 242 / 2140
Tap cell: 75 / 93.8
metrics by stage:
stage / setup slack [ns] / TNS (ns) / area (um^2) / std cells
after floorplan: -0.100 / -1.03 / 2080 / 196
after global placement: -0.658 / -23.15 / 3510 / 423
after detailed placement: -0.650 / -23.08 / 3510 / 423
after CTS: -0.344 / -6.96 / 4380 / 493
after global routing: -0.408 / -9.99 / 4580 / 500
final: -0.343 / -7.49 / 4580 / 500
timing repair:
item                       4_1_cts  5_1_grt
setup endpoints to repair       42       42
pin swaps                       53       21
resized                        265       34
cloned                           1        0
buffers inserted                69       10
Power figures rest on the tool's default switching activity, not on a simulated workload.
